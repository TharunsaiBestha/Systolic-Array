**flow/run.sh**
```bash
#!/bin/bash
# OpenROAD 26Q1-2900-gdf79404cd8, Yosys 0.63+post, stock flow scripts
make -C /OpenROAD-flow-scripts/flow DESIGN_CONFIG=/design/flow/config.mk WORK_HOME=/design/flow/orfs finish
```
**flow/config.mk**
```make
export PLATFORM = sky130hd
export DESIGN_NAME = SA_MEM
export DESIGN_NICKNAME = SA_MEM
export VERILOG_FILES = /design/flow/design.v
export SDC_FILE = /design/flow/constraint.sdc
export NUM_CORES = 4
export LEC_CHECK = 1
export CORE_AREA = 10 10 75 75
export DIE_AREA = 0 0 85 85
```
**flow/constraint.sdc**
```tcl
current_design SA_MEM

set clk_period 1.5
set clk_io_pct 0.2

create_clock -name clk0 -period $clk_period [get_ports {clk}]

set non_clock_inputs [all_inputs -no_clocks]
set_input_delay [expr $clk_period * $clk_io_pct] -clock clk0 $non_clock_inputs
set_output_delay [expr $clk_period * $clk_io_pct] -clock clk0 [all_outputs]
```
**flow/design.v**
```verilog
module location_memory(in,out,clk);
input[5:0] in;
input clk;
output reg[7:0] out;
reg[7:0] mem[0:63];
always @(posedge clk) begin
    if(in==8'hFF)out<={8{1'b1}};
    else begin
      out<=mem[in];
    end
end
endmodule
module location_memory_counter(out,clr,clk,com);
input clk,clr;
output reg com;
output[5:0] out;
reg[5:0] counter;
assign out=counter;
always @(posedge clk) begin
    if(clr)begin counter<=6'b000000;com<=1'b0; end
    else if(counter==6'b101100)begin counter<=6'b000000;com<=1'b1; end
    else begin counter<=counter+1;com<=1'b0; end
end
endmodule
module location_to_index(base_address,location_memory_out,memory_in);
parameter  N=32;
parameter M=256;
parameter width = 8;
parameter row = 5;
input[width-1:0] base_address;
input[width-1:0] location_memory_out;
output reg[width-1:0] memory_in;
always @(*) begin
    if(location_memory_out==8'b11111111)memory_in<=8'b11111111;
    else begin
      memory_in<={4'b0000,location_memory_out[7:4]}*row+{4'b0000,location_memory_out[3:0]};
    end
end
endmodule
module memory(index,data_in,clk);
parameter width =8;
parameter N = 32;
input clk;
input[width-1:0] index;
input[N-1:0] data_in;
reg[N-1:0] mem[0:256];
always @(posedge clk) begin
    if(index==8'b11111111)mem[index]<=8'b00000000;
    else mem[index]<=data_in;
end
endmodule
module mux(sel,out,in0,in1,in2,in3,in4);
parameter N =32;
input[2:0] sel;
output reg[N-1:0] out;
input[N-1:0] in0,in1,in2,in3,in4;
always @(*) begin
    case(sel)
    3'b000:out<=in0;
    3'b001:out<=in1;
    3'b010:out<=in2;
    3'b011:out<=in3;
    3'b100:out<=in4;
    default:begin out<={8{1'b0}};end
    endcase
end
endmodule
module mux_counter(out,clr,clk);
input clk,clr;
output[2:0] out;
reg[2:0] counter;
assign out=counter;
always @(posedge clk) begin
    if(clr)counter<=6'b000;
    else if(counter==6'b100)counter<=6'b000;
    else counter<=counter+1;
end
endmodule
module computational_block(LM_clr,mux_clr,com,base_address,clk,in0,in1,in2,in3,in4);
input LM_clr,mux_clr,clk;
output com;
input[7:0] base_address;
input[31:0] in0,in1,in2,in3,in4;
wire[5:0] LM_counter_out;
wire[7:0] LM_data;
wire[7:0] mem_address;
wire[31:0] mem_data;
wire[2:0] mux_sel;
location_memory_counter LMC(LM_counter_out,LM_clr,clk,com);
location_memory LM(LM_counter_out,LM_data,clk);
location_to_index LtoI(base_address,LM_data,mem_address);
memory MEM(mem_address,mem_data,clk);
mux_counter DMC(mux_sel,mux_clr,clk);
mux DM(mux_sel,mem_data,in0,in1,in2,in3,in4);
endmodule
module controller(init,com,base_address_in,LM_clr,mux_clr,base_address,clk);
input init,com,clk;
input[7:0] base_address_in;
output reg LM_clr,mux_clr;
output reg[7:0] base_address;
reg[1:0] state;
parameter  S0=2'b00,S1=2'b01,S2=2'b10,S3=2'b11;
always @(posedge clk) begin
    case(state)
    S0:state<=init?S1:S0;
    S1:state<=S2;
    S2:state<=com?S0:S2;
    endcase
end
always @(state) begin
    case(state)
    S0:begin LM_clr<=1'b1;mux_clr<=1'b1;base_address<=base_address_in; end
    S1:begin LM_clr<=1'b0;mux_clr<=1'b1; end
    S2:begin LM_clr<=1'b0;mux_clr<=1'b0; end
    endcase
end
endmodule
module SA_MEM(init,com,base_address,clk,in0,in1,in2,in3,in4);
input init,clk;
output com;
input[7:0] base_address;
input[31:0] in0,in1,in2,in3,in4;
wire LM_clr,mux_clr;
wire[7:0] base_address_ctrl;
wire complete;
assign com=complete;
computational_block CB(LM_clr,mux_clr,complete,base_address_ctrl,clk,in0,in1,in2,in3,in4);
controller CN(init,complete,base_address,LM_clr,mux_clr,base_address_ctrl,clk);
endmodule
```
==> run notes <==
Physical implementation status

The flow ran to the end, and the final reports show no timing, DRC or antenna violations. The count of hold-fix buffers inserted at cts stands at 0. Setup violations remaining at the end of the flow were counted as 0. The power spent charging and discharging nets stands at 190 uW. STA classifies the critical path startpoint as a register. The number of buffers inserted during clock tree synthesis stands at 3. The average detailed-routed wire length per instance stands at slightly below 7 um.

For met1 alone, demand over resource in global routing was ~2.4%. Counting only logic cells after layout, the most numerous master is dfxtp_1. The power report attributes to the clock group a share of between 40 and 50%. The floorplan has 23 rows. The fraction of power consumed by combinational cells stands at about an eighth. Setup total negative slack on the finished layout was measured at 0 ps. Per STA, the worst path is made up of clkdlybuf4s50_1. The number of antenna violations at the first check in global routing was 0. The count of fill cells added during filler insertion stands at 446. The number of register pins that no clock reaches stands at 1.

The area of the die stands at a little over 7000 um^2. The startpoint identified for the worst register-to-register timing path is CB.LMC.counter[0]$_SDFF_PP0_. Across all layers, the routed design uses between 200 and 300 vias. Checking hold timing, the worst path is listed with class reg2reg.

The layer flagged by global routing as most heavily used is met2. The power per cell area stands at ~1400 nW/um^2. The biggest fanout along the worst timing path stands at 3. STA puts the critical path data required time at 1200 ps. For this block, the initial DRC count from the detailed router was 13. The maximum buffer depth of the clock tree stands at 2. The global-route met3 utilization stands at approximately 1.6%. On the critical path the data arrives at around 1100 ps. Nets still carrying antenna violations after routing amount to 0. At the floorplan stage, the core utilization is reported as 9.99%. The clock skew stands at 1.33 ps. The post-synth area from yosys stat stands at 405 um^2.

The worst-case IR drop observed on VDD is ~0.68 mV. The clock period minus worst slack stands at 1350 ps. The first-pass GRT wire length stands at ~1.2 mm.

For this run, the slowest stage of the critical path takes roughly 470 ps. The maximum clock rate stands at 743 MHz. The number of unconstrained endpoints stands at 1. Relative to the synthesized area, the layout overhead comes to 34.0%. The total congestion overflow stands at 0. The register bit count reported by yosys stands at 11. The worst setup margin stands at about 150 ps.

Among cell families on the critical path, the largest total delay comes from buffers and inverters. The worst slack after detailed placement stands at about 240 ps. The via count of the first global-routing pass stands at approximately 290.

In this run the clock root is driven by a clkbuf_8. The count of distinct cell types in the synthesized netlist stands at 18. The count of TritonRoute iterations in the first routing pass stands at 2. The most critical setup path has its startpoint at CB.LMC.com$_SDFF_PP0_. For reference, the final report shows the max-slew violation count at 0. The number of I/O port buffers stands at 2.

The leakage power stands at approximately 0.2 nW. The gate count after technology mapping stands at between 40 and 50. The total DRC errors in the routed layout stands at 0. The insertion delay to the later sink of the worst-skew pair stands at 230 ps. The count of instantiated cells in the yosys netlist stands at approximately 44. The count of final hold-check violations stands at 0. STA classifies the critical path endpoint as an output pin. The floorplan step set the die height to between 80 and 90 um. The via-per-instance ratio stands at a little under 3. For reference, the most critical setup path is categorized as reg2out. The number of OpenROAD warnings stands at a little under 200. The total area inside the core boundary comes to just over 4000 um^2. The portion of the clock cycle consumed by the worst path in the final layout stands at between 80% and 90%. According to the floorplan report, the die width is around 85 um. Entering global routing, the biggest net connects 7 pins. The yosys synthesis warning count stands at 7. Global routing used between 2 and 3% of the available met2 tracks. The wire length recorded after detailed routing is roughly 700 um. The number of gates given a new drive strength after cts stands at 0. The fraction of layout cells with a size suffix above 1 stands at roughly a tenth. Per the repair_timing log after CTS, setup buffers inserted total 0. The pin closest to its max-slew limit shows a slew of roughly 420 ps. The total standard cell area after synthesis stands at approximately 410 um^2. The slew check shows that the tightest pin keeps a relative margin of between 70% and 80%. For this run, the script counts the antenna cells in the layout as 0. In this run the most critical hold path is launched from CN.state[2]$_DFF_P_. The global placement routability congestion stands at around 0.7. The count of buffer and inverter cells on the critical path stands at 1.

Registers are responsible for between 40 and 50% of the overall power. Max-cap violations in this run came to 0. For this design the top-level I/O count stands at ~170.

Per the post-CTS timing run, clock transition at the registers of the reported paths is approximately 40 ps. Cell internal power was estimated by the tool at 595 uW. The per-instance average area after synthesis stands at slightly above 9 um^2. TritonCTS built the clock tree. The maximum level of the CTS H-tree stands at 1. Global routing used slightly below 2% of the available tracks across all layers. Of the total power, the share spent switching nets is 24.2%. Setup repair after global routing left no endpoint under its margin. Among all stages on the critical path, the largest delay is contributed by clkdlybuf4s50_1. By instance count after routing, the leading logic cell types are dfxtp_1, nor2_1, inv_1.
==> kinds of logic (layout without fill, tap and decap cells) <==
kind of cell / Yosys count / after routing / share of synthesized area (%)
AND-OR/OR-AND: 5 / 5 / 7.72
XOR/XNOR: 3 / 3 / 6.48
adder cells (fa/ha/maj): 2 / 2 / 6.17
buffers and inverters: 5 / 11 / 4.63
flip-flops: 10 / 10 / 49.4
latches: 1 / 1 / 3.70
AND/OR/NAND/NOR: 18 / 18 / 21.9
==> power by group through the flow <==
stage         clock (mW)  combinational (mW)  sequential [mW]
finish             0.323              0.0966            0.365
global route       0.348               0.113            0.372
CTS                0.329              0.0985            0.365
==> per-stage QoR <==
step	total power, mW	instances	area (um^2)	hold slack, ps	util, %
after floorplan	0.437	44	405	411	-
after global routing	0.832	100	543	486	13.4
after global placement	0.451	96	488	439	12.0
after CTS	0.792	100	543	466	13.4
after detailed placement	0.463	96	488	456	12.0
final	0.784	100	543	459	13.4
==> cell usage after synthesis <==
master / instances / area share [%]
inv_1: 5 / 4.6
xnor2_1: 1 / 2.2
o21ai_0: 2 / 2.5
nor2_1: 7 / 6.5
o21bai_1: 1 / 1.9
a21o_1: 1 / 1.9
dlxtn_1: 1 / 3.7
nand2_2: 1 / 1.5
a31oi_1: 1 / 1.5
nor3_1: 2 / 2.5
xor2_1: 2 / 4.3
or4b_1: 1 / 2.5
dfxtp_1: 10 / 49
nand3b_1: 1 / 1.9
nand3_1: 3 / 3.7
and2_1: 1 / 1.5
ha_1: 2 / 6.2
nand2_1: 2 / 1.9
==> registers in the layout (all words and copies together), names as in the netlist <==
signal          cells
CN.LM_clr           1
CB.LMC.counter      6
CN.state            3
CB.LMC.com          1
==> per-layer routing <==
metal  up-vias  part of all wire, %
met5         -                    0
met2         5                   43
li1        155                    -
met4         0                    0
met3         0                   11
met1       132                   46
==> worst reg2reg max path, cell delays in order (launching register included) <==
cell and delay (ps):
dfxtp_1 350, inv_1 70, ha_1 170, nand3b_1 100, o21bai_1 370, nor2_1 100
==> cell type report <==
cell class                 instances  area (um^2)  share of cell area [%]
clock buffer                       4         55.1                    10.1
inverter                           5         18.8                    3.46
multi-input combinational         28          171                    31.6
sequential                        11          215                    39.6
tap                               50         62.6                    11.5
timing repair buffer               2         20.0                    3.69
==> path summary, 6_finish.rpt <==
path | endpoint | slack [ps] | depth (start not counted)
hold / removal | CN.state[1]$_DFF_P_ | 460 | 1
setup / recovery | com | 150 | 1
hold reg to reg | CN.state[1]$_DFF_P_ | 460 | 1
setup reg to reg | CB.LMC.counter[4]$_SDFF_PP0_ | 220 | 5
Power and IR drop assume default switching activity.
