==> /design/flow/run.sh <==
#!/bin/bash
# OpenROAD 26Q1-2900-gdf79404cd8, Yosys 0.63+post, stock flow scripts
make -C /OpenROAD-flow-scripts/flow DESIGN_CONFIG=/design/flow/config.mk WORK_HOME=/design/flow/orfs finish
==> /design/flow/config.mk <==
export PLATFORM = sky130hd
export DESIGN_NAME = PE_layer
export DESIGN_NICKNAME = PE_layer
export VERILOG_FILES = /design/flow/design.v
export SDC_FILE = /design/flow/constraint.sdc
export NUM_CORES = 4
export LEC_CHECK = 1
export CORE_UTILIZATION = 50
==> /design/flow/constraint.sdc <==
current_design PE_layer

set clk_period 13.9
set clk_io_pct 0.2

create_clock -name clk0 -period $clk_period [get_ports {clk}]

set non_clock_inputs [all_inputs -no_clocks]
set_input_delay [expr $clk_period * $clk_io_pct] -clock clk0 $non_clock_inputs
set_output_delay [expr $clk_period * $clk_io_pct] -clock clk0 [all_outputs]
==> /design/flow/design.v <==
module Processing_Element(A,B,Aout,Bout,clk,clr,read,write);
parameter N=32;
input[N-1:0] A,B;
output reg[N-1:0] Aout,Bout;
reg[N-1:0] Acc;
input clk,clr,read,write;
always @(posedge clk)begin
    if(clr & ~read & ~write)begin
        Acc<=0;
        Aout<=0;
        Bout<=0;
    end
    else if(~clr & read & ~write)begin
        Acc<=B;
    end
    else if(~clr & write & ~read)begin
        Bout<=Acc;
    end
    else if(~clr & write & read)begin
        Acc<=B;
        Bout<=Acc;
    end
    else begin
        Acc<=Acc+A*B;
        Aout<=A;
        Bout<=B;
    end
end
endmodule
module PE_layer(A0,B0,B1,B2,B3,B4,A0_out,B0_out,B1_out,B2_out,B3_out,B4_out,clk,clr,read,write);
parameter N=32;
parameter M=5;
input[N-1:0] A0,B0,B1,B2,B3,B4;
output[N-1:0] A0_out,B0_out,B1_out,B2_out,B3_out,B4_out;
input clk;
input[M-1:0] clr,read,write;
wire[N-1:0] A0_temp0,A0_temp1,A0_temp2,A0_temp3;
Processing_Element PE0(A0,B0,A0_temp0,B0_out,clk,clr[0],read[0],write[0]);
Processing_Element PE1(A0_temp0,B1,A0_temp1,B1_out,clk,clr[1],read[1],write[1]);
Processing_Element PE2(A0_temp1,B2,A0_temp2,B2_out,clk,clr[2],read[2],write[2]);
Processing_Element PE3(A0_temp2,B3,A0_temp3,B3_out,clk,clr[3],read[3],write[3]);
Processing_Element PE4(A0_temp3,B4,A0_out,B4_out,clk,clr[4],read[4],write[4]);
endmodule
==> results.md <==
| Quantity | Reported |
| --- | --- |
| Number of setup violations in the final report | 0 |
| Clock period minus worst slack | 10340 ps |
| Fraction of layout instances using a drive strength above 1 | 4.10% |
| Startpoint kind of the worst setup timing path | input pin |
| Yosys Warn Count | 1 |
| Post-cts resize count | 0 |
| Total congestion overflow after global routing | 0 |
| Cell total in the yosys stat output | 11624 |
| Initial Util | 50.3% |
| Area grow syn2layout | 9.02% |
| Core Footprint | 0.205 sq mm |
| Number of detailed-routing iterations run before antenna repair | 8 |
| WHS Endpoint | PE4.Aout[5] |
| Clock tree from TritonCTS | done |
| Cycle use final | 74.4% |
| Class of the tightest hold or removal check | reg -> reg |
| Number of max-cap violations | 0 |
| Clock latency of the later-clocked register in the worst-skew pair | 700 ps |
| Placed standard-cell area | 0.110 sq mm |
| Share of the yosys chip area belonging to registers | 9.32% |
| Clock root buffer | sky130_fd_sc_hd__clkbuf_16 |
| Type of the worst setup path | in -> reg |
| Number of nets with antenna violations after detailed routing | 0 |
| Remaining design rule violation count | 0 |
| Number of global-route vias before repair | 84864 |
| CP Max Fanout | 17 |
| Worst min-delay path startpoint | PE3.Aout[5] |
| Number of buffers added to fix hold violations after cts | 0 |
| Total wire length after detailed routing | 320 mm |
| Startpoint of the most critical register-to-register path | PE1.Aout[10] |
| Proportion of synthesized flip-flops having asynchronous set or reset | 0% |
| Wire length of the first global-routing pass | 505 mm |
| Highest attainable clock frequency | 0.0968 GHz |
| Sum of negative setup slack | 0 ps |
| Count of standard-cell rows | 166 |
| DIE AREA | 0.208 sq mm |
| Required time of the worst setup path | 14540 ps |
| H-Tree Level Count | 3 |
| Main flop type after synthesis | sky130_fd_sc_hd__dfxtp_1 |
| Post-synthesis cell area | 0.103 sq mm |
| Reg2reg end | PE2.Acc[28] |
| R2R cell count | 26 |
| Routed length per placed instance | 22.2 um |
| Width of the die | 456 um |
| Synth unique cells | 72 |
| Run status | completed |
| Top-area cell share | 42.5% |
| Biggest area cells | sky130_fd_sc_hd__fa_1 (43%), sky130_fd_sc_hd__and2_1 (9.6%), sky130_fd_sc_hd__dfxtp_1 (9.3%) |
| Category of the worst setup path capture point | flop |
| Final weighted congestion of routability-driven global placement | 0.975 |
| Hold Path Stages | 1 |
| Number of logged tool warnings | 25 |
| Relative slew slack | 36.9% |
| Largest net degree at the start of global routing | 70 |
| Clk_skew | 44.2 ps |
| Boundary Pins | 400 |
| Area figure in the yosys stat output | 0.103 sq mm |
| Post-synth EDFFs | 0 |
| Final Max Slew Viols | 0 |
| RSZ-0062 raised after global routing | false |
| Number of buffers on the longest clock path | 3 |
| Clock sink count | 480 |
| Gate count after technology mapping | 11624 |
| IO buf count | 399 |
| Buffers inserted by post-CTS timing repair | 0 |
| Post-synth regs | 480 |
| Vias after detailed routing | 78309 |
| Worst R2R Setup Slack | 5850 ps |
| Critical Path AT | 10970 ps |
| Transition time at the pin with the least slew margin | 943 ps |
| Cts bufs inserted | 66 |
| Clock transition time at the flip-flop clock pins of the worst setup and hold paths | 60 ps |
| Mean Syn Cell Area | 8.87 sq um |
| Die boundary height | 456 um |
| Count of endpoints failing hold in the final timing report | 0 |
| Dominant cell type by area after synthesis | sky130_fd_sc_hd__fa_1 |
| Antenna violations before repair | 17 |
| DR vias/cell | 5.44 |
| Worst setup startpoint | B2[2] |
| Starting DRT DRC Count | 4088 |
| Layout Cell Area excl Fill | 0.112 sq mm |
| Post-DP HPWL | 240 mm |
| Overall routing resource usage | 34.4% |
-- critical path, cell delays in order --
cell and delay (ps):
sky130_fd_sc_hd__clkdlybuf4s50_1 810, sky130_fd_sc_hd__and2_1 390, sky130_fd_sc_hd__fa_1 560, sky130_fd_sc_hd__fa_1 430, sky130_fd_sc_hd__fa_1 510, sky130_fd_sc_hd__inv_1 80, sky130_fd_sc_hd__fa_1 540, sky130_fd_sc_hd__inv_1 50
sky130_fd_sc_hd__fa_1 490, sky130_fd_sc_hd__inv_1 60, sky130_fd_sc_hd__fa_1 530, sky130_fd_sc_hd__inv_1 50, sky130_fd_sc_hd__fa_1 480, sky130_fd_sc_hd__inv_1 50, sky130_fd_sc_hd__fa_1 470, sky130_fd_sc_hd__inv_1 40
sky130_fd_sc_hd__ha_1 360, sky130_fd_sc_hd__a21o_1 220, sky130_fd_sc_hd__a21oi_1 150, sky130_fd_sc_hd__o21bai_1 80, sky130_fd_sc_hd__a221o_1 370, sky130_fd_sc_hd__a221o_1 420, sky130_fd_sc_hd__a221o_1 350, sky130_fd_sc_hd__xor2_1 210
sky130_fd_sc_hd__a21oi_1 90, sky130_fd_sc_hd__o21ai_0 170, sky130_fd_sc_hd__o221a_2 180
-- layout make-up --
cell class,count,area [sq um]
clock buffers,86,1870
diodes,7,17.5
inverters,2479,9310
fillers,18172,92400
multi-input cells,7923,81400
clock inverters,34,499
flip-flops and latches,480,9610
well taps,2688,3360
repair buffers,702,6260
-- worst max-delay path by stage --
stage / end / cells after the start
4_1_cts: PE2.Acc[29] / 27
5_1_grt: PE2.Acc[29] / 27
6_report: PE2.Acc[29] / 27
-- kinds of logic (layout without fill, tap and decap cells) --
| logic type | Yosys count | count (layout) | synth area share (%) |
|---|---|---|---|
| AND-OR/OR-AND | 1451 | 1451 | 9.24 |
| XOR/XNOR | 440 | 440 | 3.74 |
| buffers and inverters | 3221 | 3301 | 11.7 |
| AND/OR/NAND/NOR | 3221 | 3221 | 15.9 |
| multiplexers | 1 | 1 | 0.00971 |
| flip-flops | 480 | 480 | 9.32 |
| other | 0 | 7 | 0 |
| adder cells (fa/ha/maj) | 2810 | 2810 | 50.1 |
-- registers in the layout, summed over array words and instances, names as in the netlist --
name	flops
PE1.Acc	32
PE4.Bout	32
PE0.Bout	32
PE4.Acc	32
PE3.Aout	32
PE0.Aout	32
PE1.Aout	32
PE4.Aout	32
PE2.Bout	32
PE3.Acc	32
PE1.Bout	32
PE3.Bout	32
PE2.Acc	32
PE0.Acc	32
PE2.Aout	32
-- layer usage --
metal | part of all wire (%) | vias to the layer above | track usage (%)
met5 | 0.050 | - | 0.299
met2 | 48 | 3293 | 52.8
met3 | 10 | 607 | 13.1
met1 | 38 | 39354 | 46.7
li1 | - | 35037 | -
met4 | 4.6 | 18 | 12.0
-- stage by stage --
step / instances / setup WS (ps) / hold slack [ps] / utilization, %
2_1_floorplan: 11624 / 4020 / 426 / -
3_5_place_dp: 14272 / 2900 / 458 / 53.7
4_1_cts: 14392 / 3620 / 470 / 54.9
5_1_grt: 14394 / 3270 / 486 / 54.9
6_report: 14399 / 3560 / 468 / 54.9
3_3_place_gp: 14272 / 2910 / 449 / 53.7
-- layout by cell type, fill, tap and decap left out, drive strengths merged, types with 60 or more instances in the layout --
master | netlist | routed
a221oi | 60 | 60
buf | 11 | 305
a21oi | 369 | 369
clkdlybuf4s50 | 0 | 397
nand2 | 1156 | 1156
o22ai | 253 | 253
ha | 620 | 620
nor2 | 325 | 325
a22o | 161 | 161
xnor2 | 330 | 330
a211oi | 168 | 168
dfxtp | 480 | 480
fa | 2190 | 2190
o21ai | 237 | 237
inv | 2473 | 2480
xor2 | 110 | 110
clkbuf | 731 | 86
and2 | 1588 | 1588
-- cells in the mapped netlist (3+ instances only) --
| library cell | instances |
|---|---|
| sky130_fd_sc_hd__a21oi_1 | 368 |
| sky130_fd_sc_hd__dfxtp_1 | 480 |
| sky130_fd_sc_hd__o21bai_1 | 22 |
| sky130_fd_sc_hd__a221o_1 | 6 |
| sky130_fd_sc_hd__and2_1 | 1588 |
| sky130_fd_sc_hd__xor2_1 | 110 |
| sky130_fd_sc_hd__o21a_1 | 27 |
| sky130_fd_sc_hd__nor2b_1 | 5 |
| sky130_fd_sc_hd__clkinv_1 | 6 |
| sky130_fd_sc_hd__o31ai_1 | 12 |
| sky130_fd_sc_hd__nor2_1 | 325 |
| sky130_fd_sc_hd__nand2b_1 | 11 |
| sky130_fd_sc_hd__ha_1 | 620 |
| sky130_fd_sc_hd__fa_1 | 2190 |
| sky130_fd_sc_hd__nand4_1 | 9 |
| sky130_fd_sc_hd__a221oi_1 | 59 |
| sky130_fd_sc_hd__or3_1 | 10 |
| sky130_fd_sc_hd__and3_1 | 13 |
| sky130_fd_sc_hd__a31oi_1 | 24 |
| sky130_fd_sc_hd__inv_1 | 2472 |
| sky130_fd_sc_hd__o21ai_2 | 4 |
| sky130_fd_sc_hd__nand2_1 | 1156 |
| sky130_fd_sc_hd__nand3_1 | 36 |
| sky130_fd_sc_hd__a31o_2 | 5 |
| sky130_fd_sc_hd__o221ai_1 | 3 |
| sky130_fd_sc_hd__o221a_2 | 5 |
| sky130_fd_sc_hd__o211ai_1 | 7 |
| sky130_fd_sc_hd__or2_2 | 22 |
| sky130_fd_sc_hd__buf_1 | 11 |
| sky130_fd_sc_hd__xnor2_1 | 330 |
| sky130_fd_sc_hd__a211o_1 | 8 |
| sky130_fd_sc_hd__a21boi_0 | 5 |
| sky130_fd_sc_hd__nor3_1 | 32 |
| sky130_fd_sc_hd__a311oi_1 | 3 |
| sky130_fd_sc_hd__a22o_1 | 161 |
| sky130_fd_sc_hd__o21ai_0 | 232 |
| sky130_fd_sc_hd__o311a_1 | 3 |
| sky130_fd_sc_hd__o2111ai_1 | 4 |
| sky130_fd_sc_hd__o22a_1 | 4 |
| sky130_fd_sc_hd__clkbuf_1 | 731 |
| sky130_fd_sc_hd__a21o_1 | 42 |
| sky130_fd_sc_hd__a211oi_1 | 165 |
| sky130_fd_sc_hd__nor4_1 | 5 |
| sky130_fd_sc_hd__o22ai_1 | 253 |
