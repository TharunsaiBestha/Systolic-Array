## flow/design.v

```verilog
module FIFO(clk,rst,buf_in,buf_out,wr_en,rd_en,buf_empty,buf_full);
parameter N=32;
input rst,clk,wr_en,rd_en;
input[N-1:0] buf_in;
output reg[N-1:0] buf_out;
output reg buf_empty,buf_full;
reg[6:0] fifo_counter;
reg[5:0] rd_ptr,wr_ptr;
reg[N-1:0] buf_mem[63:0];
always @(fifo_counter) begin
    buf_empty<=(fifo_counter==0);
    buf_full<=(fifo_counter==64);
end
always @(posedge clk or posedge rst)begin
    if(rst)fifo_counter<=0;
    else if((!buf_full && wr_en) && (!buf_empty && rd_en))fifo_counter<=fifo_counter;
    else if(!buf_full && wr_en) fifo_counter<=fifo_counter+1;
    else if(!buf_empty && rd_en)fifo_counter<=fifo_counter-1;
    else fifo_counter<=fifo_counter;
end
always @(posedge clk or posedge rst)begin
    if(rst)buf_out<=0;
    else begin
        if(rd_en && !buf_empty)
        buf_out<=buf_mem[rd_ptr];
        else
        buf_out<=buf_out;
    end
end
always @(posedge clk)begin
    if(wr_en && !buf_full)buf_mem[wr_ptr]<=buf_in;
    else buf_mem[wr_ptr]<=buf_mem[wr_ptr];
end
always @(posedge clk or posedge rst)begin
    if(rst)begin
        wr_ptr<=0;
        rd_ptr<=0;
    end
    else begin
        if(!buf_full && wr_en)wr_ptr<=wr_ptr+1;
        else wr_ptr<=wr_ptr;
        if(!buf_empty && rd_en)rd_ptr<=rd_ptr+1;
        else rd_ptr<=rd_ptr;
end
end
endmodule
```

## flow/run.sh

```bash
#!/bin/bash
# OpenROAD 26Q1-2900-gdf79404cd8, Yosys 0.63+post, stock flow scripts
make -C /OpenROAD-flow-scripts/flow DESIGN_CONFIG=/design/flow/config.mk WORK_HOME=/design/flow/orfs finish
```

## flow/config.mk

```make
export PLATFORM = sky130hd
export DESIGN_NAME = FIFO
export DESIGN_NICKNAME = FIFO
export VERILOG_FILES = /design/flow/design.v
export SDC_FILE = /design/flow/constraint.sdc
export NUM_CORES = 4
export LEC_CHECK = 1
export CORE_UTILIZATION = 40
```

## flow/constraint.sdc

```tcl
current_design FIFO

set clk_period 144.6
set clk_io_pct 0.2

create_clock -name clk0 -period $clk_period [get_ports {clk}]

set non_clock_inputs [all_inputs -no_clocks]
set_input_delay [expr $clk_period * $clk_io_pct] -clock clk0 $non_clock_inputs
set_output_delay [expr $clk_period * $clk_io_pct] -clock clk0 [all_outputs]
```

==> deck_impl_summary.md <==
Key Metrics from the Run

Run status
  – Outcome: completed

Placed design
  – Post-DP Area: 85300 µm²
  – Post-DP HPWL: 140000 µm
  – Cells after DPL: 6383
  – Gp weighted congestion: between 1 and 1.5
  – I/O Buffers: 69

Job
  – Tool warnings: 27
  – Max Cap Violations: 0

Synth
  – Most frequent cells after synthesis: edfxtp_1, mux4_2, mux2i_1
  – Area leader share: between 70% and 80%
  – YS chip area: about 80000 µm²
  – Yosys reg bits: roughly 2100
  – Yosys top cell by area: edfxtp_1
  – Yosys warnings: 1
  – EDFF count, synth: 2048
  – Synth unique cells: 57
  – Gate Count Post-Synth: 3666
  – Count leader, synth: edfxtp_1
  – Syn Area/Cell: roughly 22 µm²
  – Top cells by area: edfxtp_1, mux4_2, mux2i_1
  – Register area share after synthesis: between 70% and 80%
  – Most common reg cell: edfxtp_1
  – Post-synthesis cell area: 80500 µm²
  – # Cells Yosys: ~3700
  – Ys async rst share: between 2 and 2.5%

GRT
  – Global-route wire length before repair: 314000 µm
  – GRT overflow: 0
  – Largest net degree at the start of global routing: 86
  – Vias in the first global route: a little over 40000
  – GR Layer Usage met1: 28.2%
  – Busiest grt layer: met2
  – Grt met2 use: between 30% and 40%
  – GRT Util Overall: roughly a quarter
  – Initial antenna violation count: 5
  – Met3 Track Usage GR: 20.8%

Drt
  – Vias: just under 40000
  – Routed WL: ~220000 µm
  – Initial DRC count: between 2000 and 2500
  – Post-route DRC: 0
  – Detail Route Antenna Nets: 0
  – Via/cell ratio: 5.68
  – Avg WL per Cell: ~33 µm
  – TritonRoute pass-1 iters: 21
  – # diodes: 0

Die
  – Die x size: ~450 µm
  – FP Rows: 164
  – Core Util at FP: 40.3%
  – CORE AREA: 200000 µm²
  – DIE HEIGHT: around 450 µm
  – IO Count: around 70
  – Chip Area: a little over 200000 µm²

Final timing
  – Fin Hold WS: 536 ps
  – Final Hold Viols: 0
  – Max-slew violations: 0
  – Final min period: between 30000 and 40000 ps
  – Setup_tns: 0 ps
  – Fmax: about 0.031 GHz
  – Worst Skew: roughly 55 ps
  – Fin crit share: between 20% and 30%
  – Unrepaired setup endpoints after global routing: false
  – Relative slew slack: roughly 33%
  – Final setup viols: 0
  – Least-Margin Pin Slew: 997 ps

CTS
  – Htree depth: 4
  – Max clock buf depth: 3
  – CTS Hold Bufs: 0
  – Sink Count: 2099
  – Clock transition at path regs: ~70 ps
  – Post-CTS Setup Inserts: 0
  – Worst skew pair latency: ~860 ps
  – CTS Root Buffer Type: clkbuf_16
  – CTS Buf Count: approximately 210
  – Post-CTS Resized: 0
  – CTS tree: yes

Setup path
  – Required time of the critical path: between 100000 and 150000 ps
  – R2r setup slk: 139800 ps
  – RR Endpoint: buf_out[14]$_DFFE_PP0P_
  – Bufs and invs on worst path: 1
  – Max incr delay on CP: between 700 and 800 ps
  – Reg2Reg Launch Point: rd_ptr[1]$_DFFE_PP0P_
  – Crit. End Element: output pin
  – Delay-heaviest family, CP: simple AND/OR/NAND/NOR gates
  – WP depth: 3
  – CP cell instances: or4_4 > nor3_1 > clkdlybuf4s50_1
  – Critical path class: reg2out
  – Worst-case reg-to-reg path depth: 9
  – CP arrival: 3280 ps
  – Crit-path slowest cell: nor3_1
  – Max FO, Critical Path: 5
  – Critical Path Start Type: flop

Layout
  – Synth-to-layout area growth: 14.4%
  – Fin area: approximately 92000 µm²
  – Fin cells: 6762
  – Layout fillers: about 16000
  – Layout cell share with drive strength beyond 1: approximately a quarter

Power
  – Reg power frac: between 40% and 50%
  – Combinational share of power: ~29%
  – Clock network fraction of total power: a little under a third
  – P_int: 1200 µW
  – Lkg Pwr: roughly 0.029 µW
  – Switching Power: roughly 580 µW
  – Design Power: about 1800 µW
  – PD cells: approximately 19 nW/µm²
  – Sw frac: approximately a third
  – Worst vdd ir: between 0.01 and 0.015 mV

Min path
  – Hold depth: 1
  – Hold path endpoint: wr_ptr[2]$_DFFE_PP0P_
  – Hold Crit Class: reg2reg
  – Worst hold path startpoint: wr_ptr[2]$_DFFE_PP0P_
## power groups by stage
stage / Sequential, µW / Combinational [µW] / Clock, µW
final: 725 / 522 / 537
after CTS: 725 / 520 / 545
after global routing: 727 / 546 / 568
## sequential cells by signal (all words and copies together), names as in the netlist
signal        count
fifo_counter      7
wr_ptr            6
buf_out          32
buf_mem        2048
rd_ptr            6
## cells by family after synthesis
| group | count (synthesis) | share of synthesized area [%] |
|---|---|---|
| flops | 2099 | 78.0 |
| mux | 708 | 15.6 |
| compound gates | 349 | 3.09 |
| simple gates | 271 | 1.50 |
| buf+inv | 215 | 1.46 |
| xor+xnor | 15 | 0.163 |
| fa+ha+maj | 9 | 0.149 |
## placed cells by master (no fill, tap or decap), drive strengths merged, types with 69 or more instances in the layout
| cell type | instances |
|---|---|
| clkinv | 80 |
| a22oi | 77 |
| nand2 | 70 |
| buf | 232 |
| clkbuf | 266 |
| mux2i | 265 |
| nor2 | 128 |
| mux4 | 440 |
| edfxtp | 2048 |
| o22ai | 69 |
## per-stage QoR
stage	utilization [%]	worst slack [ps]
floorplan	-	113110
global placement	42.7	112210
detailed placement	42.7	112230
CTS	46.1	112340
global route	46.1	112360
finish	46.1	112400
## how the worst max path moves through the flow
stage                                from         to  slack, ps
CTS           fifo_counter[0]$_DFFE_PP0P_  buf_empty     112340
global route  fifo_counter[0]$_DFFE_PP0P_  buf_empty     112360
finish        fifo_counter[0]$_DFFE_PP0P_  buf_empty     112400
## metal layers
metal,wire length (µm),share of wire (%)
met4,9920,4.4
met1,68300,30
met2,103000,46
met5,255,0.11
met3,42900,19
## layout make-up
type | count | area, µm² | area share, %
multi-input cells | 1352 | 17100 | 18.6
repair buffers | 269 | 2070 | 2.25
clock inverters | 113 | 1320 | 1.44
clock buffers | 266 | 5480 | 5.95
well taps | 2656 | 3320 | 3.61
flip-flops and latches | 2099 | 62800 | 68.2
inverters | 7 | 26.3 | 0.0285
Power and IR drop assume default switching activity.
